`design/flow/constraint.sdc`:
```
current_design Scoreboard

set clk_period 7.1
set clk_io_pct 0.2

create_clock -name clk0 -period $clk_period [get_ports {clock}]

set non_clock_inputs [all_inputs -no_clocks]
set_input_delay [expr $clk_period * $clk_io_pct] -clock clk0 $non_clock_inputs
set_output_delay [expr $clk_period * $clk_io_pct] -clock clk0 [all_outputs]
```
`design/flow/run.sh`:
```
#!/bin/bash
# OpenROAD 26Q1-2900-gdf79404cd8, Yosys 0.63+post, stock flow scripts
make -C /OpenROAD-flow-scripts/flow DESIGN_CONFIG=/design/flow/config.mk WORK_HOME=/design/flow/orfs finish
```
`design/flow/config.mk`:
```
export PLATFORM = sky130hd
export DESIGN_NAME = Scoreboard
export DESIGN_NICKNAME = Scoreboard
export VERILOG_FILES = /design/flow/design.v
export SDC_FILE = /design/flow/constraint.sdc
export NUM_CORES = 4
export LEC_CHECK = 1
export CORE_UTILIZATION = 50
```
`design/flow/design.v`:
```
module Scoreboard (
    input            clock,
    input            reset,
    input      [4:0] iss_ass_addr_a,       
    output           iss_ass_pending_a,    
    output     [1:0] iss_ass_unit_a,       
    output     [4:0] iss_ass_row_a,        
    input      [4:0] iss_ass_addr_b,       
    output           iss_ass_pending_b,    
    output     [1:0] iss_ass_unit_b,       
    output     [4:0] iss_ass_row_b,        
    input      [4:0] id_ass_addr_a,       
    output           id_ass_pending_a,    
    output     [1:0] id_ass_unit_a,       
    output     [4:0] id_ass_row_a,        
    input      [4:0] id_ass_addr_b,       
    output           id_ass_pending_b,    
    output     [1:0] id_ass_unit_b,       
    output     [4:0] id_ass_row_b,        
    input      [4:0] id_ass_waw_write_addr,
    output           id_ass_waw_write_pending,
    output     [1:0] id_ass_waw_write_unit,
    output     [4:0] id_ass_waw_write_row,
    input      [4:0] writeaddr,      
    input      [1:0] registerunit,   
    input            enablewrite,  
    output [31:0] sb_haz_column
);
    reg [7:0] rows[31:0];
    reg [5:0] i;
    assign iss_ass_pending_a = rows[iss_ass_addr_a][7];
    assign iss_ass_unit_a    = rows[iss_ass_addr_a][6:5];
    assign iss_ass_row_a     = rows[iss_ass_addr_a][4:0];
    assign iss_ass_pending_b = rows[iss_ass_addr_b][7];
    assign iss_ass_unit_b    = rows[iss_ass_addr_b][6:5];
    assign iss_ass_row_b     = rows[iss_ass_addr_b][4:0];
    assign id_ass_pending_a = rows[id_ass_addr_a][7];
    assign id_ass_unit_a    = rows[id_ass_addr_a][6:5];
    assign id_ass_row_a     = rows[id_ass_addr_a][4:0];
    assign id_ass_pending_b = rows[id_ass_addr_b][7];
    assign id_ass_unit_b    = rows[id_ass_addr_b][6:5];
    assign id_ass_row_b     = rows[id_ass_addr_b][4:0];
    assign id_ass_waw_write_pending = rows[id_ass_waw_write_addr][7];
    assign id_ass_waw_write_unit    = rows[id_ass_waw_write_addr][6:5];
    assign id_ass_waw_write_row     = rows[id_ass_waw_write_addr][4:0];
    always @(posedge clock or negedge reset) begin
        if(~reset) begin
            for (i=0; i<32; i=i+1) begin
                rows[i] <= 8'b0ZZ00000;
            end
        end else begin
            for (i=0; i<32; i=i+1) begin
                rows[i][4:0] = rows[i][4:0] >> 1;
                if(rows[i][4:0] == 5'b00000) begin
                    rows[i][7:5] = 3'b0ZZ;
                end
            end
            if(enablewrite) begin
                rows[writeaddr][7] = 1'b1;
                rows[writeaddr][6:5] = registerunit;
                case (registerunit)
                    2'b00: rows[writeaddr][1] = 1'b1;  
                    2'b01: rows[writeaddr][2] = 1'b1;  
                    2'b10: rows[writeaddr][4] = 1'b1;  
                    2'b11: rows[writeaddr][4] = 1'b1;
                    default: rows[writeaddr][4] = 1'b1;
                endcase
            end
        end
    end
    assign sb_haz_column =
    registerunit === 2'b00 ?
    {
        rows[0][2],
        rows[1][2],
        rows[2][2],
        rows[3][2],
        rows[4][2],
        rows[5][2],
        rows[6][2],
        rows[7][2],
        rows[8][2],
        rows[9][2],
        rows[10][2],
        rows[11][2],
        rows[12][2],
        rows[13][2],
        rows[14][2],
        rows[15][2],
        rows[16][2],
        rows[17][2],
        rows[18][2],
        rows[19][2],
        rows[20][2],
        rows[21][2],
        rows[22][2],
        rows[23][2],
        rows[24][2],
        rows[25][2],
        rows[26][2],
        rows[27][2],
        rows[28][2],
        rows[29][2],
        rows[30][2],
        rows[31][2]
    }  
    : ( registerunit === 2'b01 ?
    {
        rows[0][3],
        rows[1][3],
        rows[2][3],
        rows[3][3],
        rows[4][3],
        rows[5][3],
        rows[6][3],
        rows[7][3],
        rows[8][3],
        rows[9][3],
        rows[10][3],
        rows[11][3],
        rows[12][3],
        rows[13][3],
        rows[14][3],
        rows[15][3],
        rows[16][3],
        rows[17][3],
        rows[18][3],
        rows[19][3],
        rows[20][3],
        rows[21][3],
        rows[22][3],
        rows[23][3],
        rows[24][3],
        rows[25][3],
        rows[26][3],
        rows[27][3],
        rows[28][3],
        rows[29][3],
        rows[30][3],
        rows[31][3]
    } : ( registerunit === 2'b10 ?
        32'h0000_0000 : 32'hXXXX_XXXX
    ));
endmodule
```
==> metrics.cfg <==
[global_routing]
grt_util_all_layers=0.9022
grt_pass1_vias=29748
grt_pass1_wl_mm=258.9
grt_max_degree=85
grt-ovfl-total=557

[outcome]
status=stopped before the end
stop_stage=global routing (5_1_grt)
firstError=[ERROR GRT-0116] Global routing finished with congestion. Check the congestion regions in the DRC Viewer.

[yosys]
yosys_most_used_dff=dfrtp_1
synth.most_common_cell=dfrtp_1
yosysTopAreaCell=dfrtp_1
synthArstFlopShare=1.000
top_cells_by_area=dfrtp_1, a22oi_1, mux2i_1, nor2_1, nand2_1
netlist_area_sq_mm=0.02090
synth.distinct_cells=74
ys_area_sq_mm=0.02090
ys_cells=2596
yosys_warnings=4
synthCells=2596
edf_count=0
synthTopCellsByCount=dfrtp_1, nor2_1, nand2_1
synth_flop_count=256
synth_area_per_cell_sq_um=8.052
yosysSeqAreaShare=0.3065
synth_top_area_share=0.3065

[die]
fp_util=0.5096
ios=107
die_y_um=206.5
die_w_um=206.5
rows=74

[placed_design]
place_congestion=1.599
hpwlAfterDp_mm=108.4
port_buffers=106

[clocking]
cts_max_level=1
cts_sinks=256
cts_resized=0
cts_buffers=25
root_buffer=clkbuf_16
cts_hold_buf=0
cts_setup_buffers=0
clk_path_buf_depth=3

==> layer usage <==
layer / overflow / global-route usage
met4: 123 / 0.8511
met5: 17 / 0.7512
met2: 179 / 0.9546
met1: 91 / 0.9131
met3: 147 / 0.8681
==> through the flow <==
step                total power, mW  cells  cell area [sq um]    util  setup WS [ns]
CTS                           3.450   3190              23480  0.5724         0.9335
floorplan                     1.807   2596              20900       -          2.728
detailed placement            2.056   3145              22620  0.5514         0.9363
global placement              2.061   3145              22620  0.5514         0.9340
==> kinds of logic after synthesis <==
family / Yosys count / share of synthesized area
and+or+nand+nor: 1045 / 0.2526
AOI/OAI and AO/OA: 886 / 0.3101
buffers and inverters: 257 / 0.05447
DFF: 256 / 0.3065
muxes: 152 / 0.07632
Power figures rest on the tool's default switching activity, not on a simulated workload.
